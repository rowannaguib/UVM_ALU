==> /design/flow/design.v <==
module ALU ( 
    input signed [4:0] A,
    input signed [4:0] B,
    input a_en ,
    input [2:0] a_op ,
    input b_en , 
    input [1:0] b_op , 
    input rst_n, 
    input clk, 
    input ALU_en,
    output reg signed [5:0] c
);
parameter [2:0] ADD_a   = 'b0,
                SUB_a   = 3'b001,
                XOR_a   = 3'b010,
                OR_a    = 3'b101,
                AND_a   = 3'b011,
                AND__a  = 3'b100,
                XNOR_a  = 3'b110,
                NULL_a  = 3'b111,
                NAND_b_1  = 2'b0,
                ADD_b_1   = 2'b01,
                ADD__b_1   = 2'b10,
                NULL_b_1  = 2'b11,
                XOR_b_2   = 2'b0,
                XNOR_b_2  = 2'b01,
                DEC_b_2   = 2'b10,  
                ADD2_b_2  = 2'b11;  
always @ (posedge clk or negedge rst_n) begin
    if(!rst_n) begin
        c <= 6'b0;
    end
    else begin
        if(ALU_en)begin
            if(a_en && !b_en)begin  
                case (a_op)
                    ADD_a:  c <= A + B;
                    SUB_a:  c <= A - B;
                    XOR_a:  c <= A ^ B;
                    OR_a:   c <= A || B;
                    AND_a:  c <= A & B;
                    AND__a: c <= A & B;
                    XNOR_a: c <= ~(A ^ B);
                    default: c <=6'b0; 
                endcase
            end
            else if(b_en && !a_en)begin  
                case (b_op)
                    NAND_b_1: c <= ~(A & B);
                    ADD_b_1 : c <= A + B;
                    ADD_b_1 : c <= A + B;
                   default: c <=6'b0;
                endcase
            end
            else if(a_en && b_en)begin  
                case (b_op)
                    XOR_b_2 : c <= A ^ B; 
                    XNOR_b_2: c <= ~(A ^ B);
                    DEC_b_2 : c <= A - 1;
                    ADD2_b_2: c <= B + 2;
                   default: c <=6'b0;
                endcase
            end
          else 
            c <= c;
        end
        else 
            c <= c;
    end
end
endmodule
==> /design/flow/run.sh <==
#!/bin/bash
# OpenROAD 26Q1-2900-gdf79404cd8, Yosys 0.63+post, stock flow scripts
make -C /OpenROAD-flow-scripts/flow DESIGN_CONFIG=/design/flow/config.mk WORK_HOME=/design/flow/orfs finish
==> /design/flow/config.mk <==
export PLATFORM = sky130hd
export DESIGN_NAME = ALU
export DESIGN_NICKNAME = ALU
export VERILOG_FILES = /design/flow/design.v
export SDC_FILE = /design/flow/constraint.sdc
export NUM_CORES = 4
export LEC_CHECK = 1
export CORE_AREA = 10 10 111 111
export DIE_AREA = 0 0 121 121
==> /design/flow/constraint.sdc <==
current_design ALU

set clk_period 1.0
set clk_io_pct 0.2

create_clock -name clk0 -period $clk_period [get_ports {clk}]

set non_clock_inputs [all_inputs -no_clocks]
set_input_delay [expr $clk_period * $clk_io_pct] -clock clk0 $non_clock_inputs
set_output_delay [expr $clk_period * $clk_io_pct] -clock clk0 [all_outputs]
==> impl_metrics.json <==
{
  "outcome": "complete, but fails checks",
  "violations": "negative setup slack",
  "fill_cells": 982,
  "grt_pass1_wl_mm": 10.2,
  "ctsHoldBuffers": 0,
  "mux_share_pct": 6.76,
  "warnings": 34,
  "reg_top3": "c: 6 flops",
  "num_rows": 36,
  "detail_route.wl_per_cell_um": 14.6,
  "top_register": "c",
  "tightest_slew_ns": 0.376,
  "numSynthFlops": 6,
  "synth.distinct_cells": 58,
  "leakagePower_nw": 1.19,
  "irDropWorstVdd_v": 0.000333,
  "p_per_area_nw_per_um2": 707,
  "dieWidth_um": 121,
  "worst_ep_arrival_time_ns": 1.79,
  "cts.path.max_buffers": 2,
  "ff_type": "dfrtp_1",
  "gp_congestion": 0.916,
  "required_ns": 1.13,
  "tritoncts": "done",
  "edf_count": 0,
  "adder_share_pct": 13.2,
  "yosys.stat.chipArea_um2": 1540,
  "syn_area_um2": 1540,
  "compound_area_share_pct": 30.7,
  "pin_count": 26,
  "busiest_layer": "met2",
  "grt_overflow": 0,
  "grtUsageTotal_pct": 8.43,
  "hp-class": "input pin to asynchronous set/reset pin",
  "vias_per_cell": 4.45,
  "drv_slew": 0,
  "htree_num_levels": 1,
  "vias": 1919,
  "area_growth_syn_to_layout_pct": 87.0,
  "layout-drive-gt1-share_pct": 55.0,
  "grt_util_met2_pct": 12.9,
  "synthArstFlopShare_pct": 100,
  "routed_wl_mm": 6.28,
  "layout_top_cells": "buf_4, buf_6, nor2_1, nand2_1, ha_4",
  "register_area_um2": 150,
  "rsz0062_at_grt": "yes",
  "portBuffers": 25,
  "synth.top_cell.area_share_pct": 10.6,
  "coreArea_um2": 9860,
  "yosys-dominant-comb-family": "AND-OR/OR-AND gates",
  "syn_inst": 195,
  "final_common_cell": "buf_4",
  "finalCriticalPeriod_ns": 1.66,
  "end_kind": "flop",
  "ys_cells": 195,
  "fmax_ghz": 0.603,
  "final_antenna_net_count": 0,
  "grt_start_max_net_pins": 13,
  "drt-initial-drc-count": 119,
  "finClkSkew_ns": 0,
  "simple_gate_share_pct": 23.5,
  "postSynthSeqShare_pct": 9.78,
  "dp_slack_ns": -1.38,
  "xor_share_pct": 3.99,
  "largest_area_cell": "ha_1",
  "drc": 0,
  "maxSlewHeadroom_pct": 74.9,
  "use_met1_pct": 11.7,
  "cts_root_buf": "clkbuf_8",
  "antenna_found_initial": 0,
  "yosys_warnings": 1,
  "max_cap_violations": 0,
  "numClockSinks": 6,
  "hold_viol": 0,
  "path_class": "input pin to flop",
  "start_kind": "input pin",
  "grtUsageMet3_pct": 2.41,
  "diodes": 0,
  "worstSkewPairLatency_ns": 0.22,
  "setup_viol": 6,
  "clkTransAtPathRegs_ns": 0.04,
  "cp_max_fo": 3,
  "dieArea_um2": 14600,
  "period_used_pct": 166,
  "layout.area.comb_um2": 1490,
  "place_hpwl_mm": 4.94,
  "dieHeight_um": 121,
  "cts_buffers": 3,
  "fp_util_pct": 15.6,
  "synth_area_per_cell_um2": 7.87,
  "largest_reg_flops": 6,
  "grt_pass1_vias": 1981,
  "setup_ws_ns": -0.659,
  "power.total_mw": 2.03,
  "dr.pass1.iters": 4,
  "area_leaders": "ha_1, dfrtp_1, mux2i_1"
}
## metrics by stage
step / instance area, µm² / util (%) / TNS (ns) / hold WS [ns] / instances
global placement: 2420 / 24.5 / -7.67 / 0.482 / 409
CTS: 2830 / 28.6 / -3.27 / 0.249 / 429
floorplan: 1610 / - / -3.19 / -0.0956 / 195
detailed placement: 2420 / 24.5 / -7.68 / 0.481 / 409
finish: 2870 / 29.1 / -3.32 / 0.240 / 431
global route: 2870 / 29.1 / -3.86 / 0.273 / 431
## final cells by class
class	instances	area share, %
Clock buffer	3	1.44
Inverter	16	2.31
Multi-Input combinational cell	160	52.0
Sequential cell	6	5.23
Tap cell	133	5.80
Timing Repair Buffer	113	33.2
## metal layers
layer,wire length [µm],part of all wire [%]
met4,99,1.6
met3,525,8.4
met2,2640,42
met1,3020,48
met5,0,0
## kinds of logic after synthesis
kind of cell               after synthesis
AOI/OAI and AO/OA                       60
and+or+nand+nor                         68
adders and majority gates               15
muxes                                   10
xor gates and xnor gates                 7
buffers and inverters                   29
DFF                                      6
## Yosys cell counts, types with 3 or more instances
cell / number
mux2i_1: 7
o211ai_1: 5
o31ai_1: 4
o21ai_0: 10
a21oi_1: 6
ha_1: 13
nand2_1: 15
dfrtp_1: 6
nand3b_1: 3
o22ai_1: 3
clkbuf_8: 4
nor2b_1: 4
nor3_1: 5
buf_6: 3
nor4_1: 3
a31oi_1: 4
xor2_1: 3
mux2_2: 3
nand3_1: 5
inv_1: 14
buf_4: 3
xnor2_1: 4
nor2_1: 16
## worst max-delay path: stages
cell	delay, ns
buf_8	0.10
buf_6	0.11
inv_4	0.05
ha_4	0.14
inv_2	0.04
fa_2	0.36
mux2_4	0.28
o21ai_2	0.10
a222oi_1	0.08
or2_1	0.24
o211ai_1	0.08
## power by group
group | internal, mW | total [mW] | switching (mW) | leakage (nW)
combinational | 0.743 | 1.36 | 0.620 | 1.09
clock | 0.259 | 0.363 | 0.104 | 0.0216
sequential | 0.284 | 0.304 | 0.0201 | 0.0727
## timing repair
| action | CTS | global route |
|---|---|---|
| buffers inserted | 17 | 2 |
| endpoints found under the setup margin | 12 | 9 |
| pin swaps | 24 | 13 |
| gates resized | 132 | 14 |
## worst paths after layout
| check | slack [ns] | start | depth (start not counted) | endpoint |
|---|---|---|---|---|
| setup / recovery | -0.66 | A[0] | 11 | c[2] |
| max in group asynchronous | 0.52 | rst_n | 1 | c[0] |
| setup reg to reg | 0.08 | c[4] | 3 | c[4] |
| hold reg to reg | 0.58 | c[3] | 2 | c[3] |
| min in group clk0 | 0.50 | a_op[2] | 5 | c[5] |
| hold / removal | 0.24 | rst_n | 1 | c[4] |
Power is estimated from default activity; no workload was simulated.
